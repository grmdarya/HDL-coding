### flow/design.v
module multiplier(
	input clk1,
	output [3:0] num1,
	output [3:0] num2,
	output [7:0] result
);
	wire rco1;
	wire rco2;
	wire crBt_1;
	wire crBt_2;
	wire crBt_3;
	wire [3:0]resultAnd_1;
	wire [3:0]resultAnd_2;
	wire [3:0]resultAnd_3;
	wire [3:0]resultAnd_4;
	wire [3:0]inAddr_1;
	wire [3:0]inAddr_2;
	wire [3:0]inAddr_3;
	wire [3:0] resultSum_1;
	wire [3:0] resultSum_2;
	wire [3:0] resultSum_3;
	assign result[0] = resultAnd_1[0];
	assign result[1] = resultSum_1[0];
	assign result[2] = resultSum_2[0];
	assign result[6:3] = resultSum_3;
	assign result[7] = crBt_3;
	assign inAddr_1[2:0] = resultAnd_1[3:1];
	assign inAddr_1[3] = 1'b0;
	assign inAddr_2[2:0] = resultSum_1[3:1];
	assign inAddr_2[3] = crBt_1;
	assign inAddr_3[2:0] = resultSum_2[3:1];
	assign inAddr_3[3] = crBt_2;
	counter4 my_counter4_1(.clk(clk1), .number(num1), .carryBit(rco1));
	counter4 my_counter4_2(.clk(~rco1), .number(num2), .carryBit(rco2));
	and2 my_and2_1(.in1(num1[0]), .in2(num2[0]), .out(resultAnd_1[0]));
	and2 my_and2_2(.in1(num1[1]), .in2(num2[0]), .out(resultAnd_1[1]));
	and2 my_and2_3(.in1(num1[2]), .in2(num2[0]), .out(resultAnd_1[2]));
	and2 my_and2_4(.in1(num1[3]), .in2(num2[0]), .out(resultAnd_1[3]));
	and2 my_and2_5(.in1(num1[0]), .in2(num2[1]), .out(resultAnd_2[0]));
	and2 my_and2_6(.in1(num1[1]), .in2(num2[1]), .out(resultAnd_2[1]));
	and2 my_and2_7(.in1(num1[2]), .in2(num2[1]), .out(resultAnd_2[2]));
	and2 my_and2_8(.in1(num1[3]), .in2(num2[1]), .out(resultAnd_2[3]));
	and2 my_and2_9(.in1(num1[0]), .in2(num2[2]), .out(resultAnd_3[0]));
	and2 my_and2_10(.in1(num1[1]), .in2(num2[2]), .out(resultAnd_3[1]));
	and2 my_and2_11(.in1(num1[2]), .in2(num2[2]), .out(resultAnd_3[2]));
	and2 my_and2_12(.in1(num1[3]), .in2(num2[2]), .out(resultAnd_3[3]));
	and2 my_and2_13(.in1(num1[0]), .in2(num2[3]), .out(resultAnd_4[0]));
	and2 my_and2_14(.in1(num1[1]), .in2(num2[3]), .out(resultAnd_4[1]));
	and2 my_and2_15(.in1(num1[2]), .in2(num2[3]), .out(resultAnd_4[2]));
	and2 my_and2_16(.in1(num1[3]), .in2(num2[3]), .out(resultAnd_4[3]));
	adder4 my_adder4_1 (
		.argOne(inAddr_1),
		.argTwo(resultAnd_2),
		.result(resultSum_1),
		.carryBit(crBt_1)
	);
	adder4 my_adder4_2 (
		.argOne(resultAnd_3), 
		.argTwo(inAddr_2), 
		.result(resultSum_2), 
		.carryBit(crBt_2)
	);
	adder4 my_adder4_3 (
		.argOne(resultAnd_4), 
		.argTwo(inAddr_3), 
		.result(resultSum_3), 
		.carryBit(crBt_3)
	);
endmodule
module counter4(
	input clk,
	output reg [3:0] number,
	output reg carryBit
);
	always @(posedge clk) begin
		{carryBit, number} = number + 4'b0001;
	end
endmodule
module adder4(
	input [3:0] argOne,
	input [3:0] argTwo,
	output [3:0] result,
	output carryBit
);
	assign {carryBit, result} = argOne + argTwo;
endmodule
module and2(
	input in1,
	input in2,
	output out
);
	assign out = in1 & in2;
endmodule
### flow/run.sh
#!/bin/bash
# OpenROAD 26Q1-2900-gdf79404cd8, Yosys 0.63+post, stock flow scripts
make -C /OpenROAD-flow-scripts/flow DESIGN_CONFIG=/design/flow/config.mk WORK_HOME=/design/flow/orfs finish
### flow/config.mk
export PLATFORM = sky130hd
export DESIGN_NAME = multiplier
export DESIGN_NICKNAME = multiplier
export VERILOG_FILES = /design/flow/design.v
export SDC_FILE = /design/flow/constraint.sdc
export NUM_CORES = 4
export LEC_CHECK = 1
export CORE_AREA = 10 10 90 90
export DIE_AREA = 0 0 100 100
### flow/constraint.sdc
current_design multiplier

set clk_period 6.9
set clk_io_pct 0.2

create_clock -name clk0 -period $clk_period [get_ports {clk1}]

set non_clock_inputs [all_inputs -no_clocks]
set_input_delay [expr $clk_period * $clk_io_pct] -clock clk0 $non_clock_inputs
set_output_delay [expr $clk_period * $clk_io_pct] -clock clk0 [all_outputs]
==> ci_impl_report.md <==
## Synthesis and layout report

| Metric | Value |
|---|---|
| Grt ovf | 0 |
| Setup Viol. Count Final | 0 |
| Clock network fraction of design power | 0.643 |
| Status | finished clean |
| Top cells excl fill/tap | clkdlybuf4s50_1 (16), ha_1 (13), and2_1 (12) |
| Startpoint types | flip-flop |
| Final hold violations | 0 |
| CP startpoint | my_counter4_1.number[1] |
| Dpl hpwl | 1340 um |
| CTS Buf Count | 3 |
| Post-route minimum period | 4.95 ns |
| Slew Limit Fails | 0 |
| Sw Pwr | 0.0128 mW |
| Overall Global Routing Usage | 0.0319 |
| Hold Crit Class | flip-flop to flip-flop |
| Tot Pwr | 0.0814 mW |
| Yosys stat area | 806 um2 |
| Post-Route Utilization | 0.164 |
| Hold WS | 0.492 ns |
| Cells after Synth | 89 |
| GP Congestion | approximately 0.8 |
| Total die size | 0.0100 mm2 |
| Pwr/cell area | 78.9 mW/mm2 |
| Setup TNS | 0 ns |
| Worst endpoint required time | about 5.5 ns |
| H-tree levels | 1 |
| Most numerous logic cell after layout | clkdlybuf4s50_1 |
| Fmax | roughly 200 MHz |
| RSZ-0062 raised after global routing | false |
| Vertical die size | 100 um |
| Clock Tree Root | clkbuf_8 |
| Antenna diodes | 0 |
| Slew @ Worst Pin | 0.271 ns |
| DR pass1 iterations | 2 |
| Internal power | around 0.07 mW |
| Max_cap viols | 0 |
| FP Core Util | 0.128 |
| Register pins left without a clock | 4 |
| First-pass GRT wire length | 2670 um |
| Post-Syn Area per Cell | 9.05 um2 |
| WP data arrival | roughly 3.6 ns |
| Max Clock Skew | 0.00193 ns |
| CTS tree | built |
| Number of routed nets with antenna violations | 0 |
| Ys Warns | 1 |
| Leakage | 0.467 nW |
| Routed len/inst | 8.82 um |
| HP Start | my_counter4_1.number[0] |
| Vias in the first global route | 547 |
| Core area | 0.00628 mm2 |
| Main flop type | dfxtp_1 |
| Tcrit/Tclk final | 0.717 |
| Cell variety after synth | 18 |
| DRC | 0 |
| Cell Area, Synth | 806 um2 |
| Routed wire length | 1550 um |
| Worst-path clk slew | 0.03 ns |
| Number of enable flip-flop cells | 0 |
| Sw Share | 0.157 |
| Iter 0 DRT Violations | 4 |
| Vias/cell | around 3 |
| # hold bufs at CTS | 0 |
| Reg power frac | 0.357 |
| WS Path Type | flip-flop to output port |
| Ys flops | 9 |
| Worst slew margin | 0.819 |
| Max Root-Sink Buffers | 2 |
| PnR worst setup slack | 1.95 ns |
| Post-CTS Resized | 0 |
| Critical Path Sink Type | output port |
| Sequential share of the synthesized area | 0.224 |
| Combinational power share | 0 |
| Endpoints left unconstrained | 8 |
| Async SR Flop Fraction | 0 |
| Die W | roughly 100 um |
| Critical R2R Launch | my_counter4_1.number[1] |
| Number of cells in Yosys stat | 89 |
| Worst Path Max Fanout | 7 |
| Worst skew pair latency | ~0.22 ns |
| Via count | 544 |
| # Post-CTS Setup Buffers | 0 |
| I/O pins | 17 |
| Largest net degree at the start of global routing | 9 |
| Layout area overhead | 28.1% |
| Tool warnings | 25 |
| Placement Setup Slack | 2.14 ns |
| Initial antenna violation count | 0 |
| Worst IR Drop VDD | 160 uV |
| # rows | 29 |
| Layout cells sized above 1 | 0.0606 |
| IO Port Bufs | 16 |
==> state kept, by name, summed over array words and instances (netlist names) <==
register	flops
my_counter4_2.number	4
my_counter4_1.carryBit	1
my_counter4_1.number	4
==> cell usage after synthesis, drive strengths merged (3+ instances only) <==
library cell | number | area share
buf | 10 | 0.093
nand2 | 3 | 0.014
inv | 11 | 0.051
xnor2 | 6 | 0.065
dfxtp | 9 | 0.22
a21o | 3 | 0.028
a21oi | 4 | 0.039
fa | 3 | 0.075
ha | 13 | 0.20
xor2 | 4 | 0.043
and2 | 12 | 0.093
==> power by group through the flow <==
stage,Combinational (mW),Clock (mW),Sequential (mW)
after CTS,0.000000372,0.0532,0.0291
final,0.000000372,0.0523,0.0291
after global routing,0.000000372,0.0564,0.0291
==> final timing paths <==
kind	end	slack, ns	cells after the start
worst max-delay path	result[7]	1.95	13
worst min-delay path	my_counter4_1.number[0]	0.49	1
worst max register to register	my_counter4_1.number[2]	5.98	2
worst min register to register	my_counter4_1.number[0]	0.49	1
==> area by class of cell <==
cell class                 instances  area (um2)
sequential                         9         180
tap                               77        96.3
clock buffer                       4        45.0
inverter                          11        41.3
fill                             693        5250
multi-input combinational         59         509
timing repair buffer              16         160
==> per-stage QoR <==
stage / instance area [um2] / cells
2_1_floorplan: 806 / 89
3_3_place_gp: 987 / 172
3_5_place_dp: 987 / 172
5_1_grt: 1030 / 176
4_1_cts: 1030 / 176
6_report: 1030 / 176
==> worst max-delay path, stage by stage, from the launching register on <==
cell             delay (ns)
dfxtp_1                0.37
and2_1                 0.17
ha_1                   0.22
fa_1                   0.40
xor2_1                 0.20
inv_1                  0.08
fa_1                   0.43
xnor2_1                0.23
inv_1                  0.09
fa_1                   0.43
nor2b_1                0.12
o21ai_0                0.08
nand2b_1               0.07
clkdlybuf4s50_1        0.47
==> logic make-up after synthesis <==
logic type | Yosys count | share of synthesized area
AND-OR/OR-AND | 9 | 0.0792
buffers and inverters | 21 | 0.144
adder cells (fa/ha/maj) | 16 | 0.276
XOR/XNOR | 10 | 0.109
AND/OR/NAND/NOR | 24 | 0.168
flip-flops | 9 | 0.224
==> layer usage <==
layer / GRT usage / up-vias / routed length, um
met5: 0 / - / 0
met2: 0.0423 / 13 / 588
li1: - / 292 / -
met1: 0.0483 / 239 / 845
met3: 0.0132 / 0 / 119
met4: 0.00326 / 0 / 0
Power and IR drop assume default switching activity.
